===== ./config.mk =====
export PLATFORM = sky130hd
export DESIGN_NAME = pc_adder
export DESIGN_NICKNAME = pc_adder
export VERILOG_FILES = /design/flow/design.v
export SDC_FILE = /design/flow/constraint.sdc
export NUM_CORES = 4
export LEC_CHECK = 1
export CORE_UTILIZATION = 30
export SYNTH_HDL_FRONTEND = slang

===== ./constraint.sdc =====
current_design pc_adder

set clk_period 17.1
set clk_io_pct 0.2

create_clock -name clk0 -period $clk_period

set non_clock_inputs [all_inputs -no_clocks]
set_input_delay [expr $clk_period * $clk_io_pct] -clock clk0 $non_clock_inputs
set_output_delay [expr $clk_period * $clk_io_pct] -clock clk0 [all_outputs]

===== ./design.v =====
`timescale 1ns / 1ps
module pc_adder(
input  [31:0] pc_current,   
input  [31:0] imm,           
output [31:0] pc_plus_4,     
output [31:0] pc_branch      
   );
assign pc_plus_4 = pc_current + 32'd4;
assign pc_branch = pc_current + imm;
endmodule

===== ./run.sh =====
#!/bin/bash
# OpenROAD 26Q1-2900-gdf79404cd8, Yosys 0.63+post, stock flow scripts
make -C /OpenROAD-flow-scripts/flow DESIGN_CONFIG=/design/flow/config.mk WORK_HOME=/design/flow/orfs finish

==> run notes <==
fresh numbers from the pnr run: worst-margin pin slew 0.5755 ns, cell taking the most area after synthesis ha_1, Final Power 0.1261 mW, Routed Antenna Nets 0, most frequent cells in the layout clkdlybuf4s50_1, a21oi_1, xnor2_1, Reg area 0 um2, Worst Hold Class input port to output port, antenna violations before repair 0, hold_sp pc_current[0], floorplan core area about 7000 um2, Final min period between 9 and 10 ns, via count 2737, # clk buffers 0, global-route wire length before repair 11.79 mm, Antenna diodes 0, Critical Path End Type output port, Post-Layout Cell Count between 500 and 600, period utilization 58.13%, Die ar. between 7000 and 8000 um2, RSZ-0062 raised after global routing no, Iter 0 DRT Violations 87, Pwr Density ~36 nW/um2, Hold WS 7.674 ns, combinational power share 100.0%, Switching Share between 30% and 40%, placed cell count 531, layout cell share with drive strength beyond 1 2.299%, Area growth, synth to finish 62.19%, Final setup viols 0, per-cell routed wire length 13.88 um, YS warnings 0, DRC viols 0, Yosys top cell area share 18.36%, Largest cells by area ha_1, xnor2_1, a21oi_1, vias in the first global route 2468, die height 87.26 um, largest net degree at the start of global routing 9, final setup TNS 0 ns, Routed WL around 7.4 mm, Buffers on Ports 128, NetSw 0.04946 mW, Hold Buf Count CTS 0, run status finished clean, internal power 0.07664 mW, Max Cap Viol 0, Hold EP pc_plus_4[0], Ports 128, Post-CTS Resized 0, Clk pwr share 0%, synthesized area per cell 6.901 um2, Pleak 1.421 nW, FP Util 31.58%, Yosys Instances 316, DPL Wire Length 6.329 mm, tool warnings 32, DIE WIDTH 87.26 um, Critical Path Fanout Max 5, Fillers 689, global route overflow 0, RD Place Congestion 0.8469, register share after synthesis 0%, VDD IR max 16.22 uV, Tot GR Track Use 19.17%, cell area after synthesis 2181 um2, Final Hold Violation Tally 0, logic area 2098 um2, crit start category input port, drt first pass iters 4, most used logic cell in the final layout clkdlybuf4s50_1, Flops 0, final tally of max-slew violations 0, Post-CTS Setup Bufs 0, Yosys chip area 2181 um2, critical path required time approximately 14 ns, worst hold stages 2, kind of critical path input port to output port, Critical Path AT 6.52 ns, Synth Instances between 300 and 400, DR vias/cell 5.154, Unique masters post-synth 45, Final Util 51.21%, Slew HR 61.49%, Reg power frac 0%, cell row count 30, Peak Freq 0.1006 GHz
-- per-layer routing --
layer	global-route usage [%]	routed length, um	vias to the layer above
li1	-	-	1415
met1	26.69	3312	1214
met2	33.24	3472	100
met3	1.442	469	8
met4	2.683	118	0
met5	0	0	-
-- area by class of cell --
type | instances | share of cell area, %
inverter | 10 | 1.061
tap | 96 | 3.396
multi-input combinational | 297 | 59.32
timing repair buffer | 128 | 36.22
-- worst max-delay path: stages --
cell	delay, ns
clkdlybuf4s50_1	0.52
ha_1	0.42
a211oi_1	0.30
o211ai_1	0.20
a21oi_1	0.30
o31ai_1	0.16
o31ai_1	0.48
nand4_1	0.15
o211ai_1	0.10
clkdlybuf4s50_1	0.48
-- worst max-delay path by stage --
stage / start / slack (ns) / depth (start not counted) / to
after global routing: pc_current[0] / 6.83 / 11 / pc_branch[28]
final: pc_current[7] / 7.16 / 10 / pc_branch[28]
after CTS: pc_current[7] / 7.15 / 10 / pc_branch[28]
-- cell usage after synthesis (2+ instances only) --
master	n
a211oi_1	4
a21o_1	11
a21oi_1	43
a31oi_1	4
and3_1	8
buf_4	3
clkbuf_1	6
ha_1	32
inv_1	10
nand2_1	30
nand2b_1	3
nand3_1	14
nand3b_1	2
nand4_1	9
nor2_1	23
nor3_1	5
nor4_1	2
o211ai_1	4
o21ai_0	17
o21bai_1	2
o31ai_1	6
xnor2_1	41
xor2_1	15
-- power groups by stage --
stage | registers (mW) | logic, mW | clock network [mW]
4_1_cts | 0 | 0.127 | 0
5_1_grt | 0 | 0.139 | 0
6_report | 0 | 0.126 | 0
-- stage by stage --
stage / area (um2) / setup slack (ns)
5_1_grt: 3537 / 6.833
6_report: 3537 / 7.160
3_3_place_gp: 3537 / 7.194
4_1_cts: 3537 / 7.152
3_5_place_dp: 3537 / 7.153
2_1_floorplan: 2181 / 8.403
-- cells by family after synthesis --
group,synth area share (%)
xor+xnor,23.24
buf+inv,3.787
simple gates,25.42
fa+ha+maj,19.28
compound gates,28.28
Power is estimated from default activity; no workload was simulated.
